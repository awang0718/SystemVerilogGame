[/design/flow/run.sh]
#!/bin/bash
# OpenROAD 26Q1-2900-gdf79404cd8, Yosys 0.63+post, stock flow scripts
make -C /OpenROAD-flow-scripts/flow DESIGN_CONFIG=/design/flow/config.mk WORK_HOME=/design/flow/orfs finish
[/design/flow/config.mk]
export PLATFORM = sky130hd
export DESIGN_NAME = color_mapper
export DESIGN_NICKNAME = color_mapper
export VERILOG_FILES = /design/flow/design.v
export SDC_FILE = /design/flow/constraint.sdc
export NUM_CORES = 4
export LEC_CHECK = 1
export CORE_AREA = 10 10 70 70
export DIE_AREA = 0 0 80 80
[/design/flow/constraint.sdc]
current_design color_mapper

set clk_period 1.0
set clk_io_pct 0.2

create_clock -name clk0 -period $clk_period

set non_clock_inputs [all_inputs -no_clocks]
set_input_delay [expr $clk_period * $clk_io_pct] -clock clk0 $non_clock_inputs
set_output_delay [expr $clk_period * $clk_io_pct] -clock clk0 [all_outputs]
[/design/flow/design.v]
module  color_mapper ( input              is_ball,             
														is_shield,			  
														is_attack,		     
							  input					is_enemy,
														is_enemy_shield,			  
														is_enemy_attack,		     
							  input					game_over,
														dead,
							  input 					is_platform,
                       input        [9:0] DrawX, DrawY,        
                       output logic [7:0] VGA_R, VGA_G, VGA_B  
                     );
    logic [7:0] Red, Green, Blue;
	 logic [23:0] palette_hex[7:0];
	 assign pallete_hex = 
	 {24'hffffff, 24'h7b100c, 24'hc58564, 24'hca6225, 24'hfd9737, 24'hf4cda0, 24'h4b1400, 24'h000000};
    assign VGA_R = Red;
    assign VGA_G = Green;
    assign VGA_B = Blue;
    always_comb
    begin
        if (is_ball == 1'b1) 
        begin
				if (is_attack == 1'b1)
				begin
					Red = 8'hff;
					Green = 8'h00;
					Blue = 8'h00;
				end
				else if (is_shield == 1'b1)
				begin
					Red = 8'h00;
					Green = 8'hff;
					Blue = 8'h00;
				end			
				else if (game_over == 1'b1)
				begin
					Red = 8'h00;
					Green = 8'h00;
					Blue = 8'h00;
				end				
				else 
				begin
					Red = 8'hff;
					Green = 8'hff;
					Blue = 8'hff;
				end
        end
		  else if (is_enemy == 1'b1)
		  begin			
				if (is_enemy_attack == 1'b1)
				begin
					Red = 8'hff;
					Green = 8'h00;
					Blue = 8'hff;
				end
				else if (is_enemy_shield == 1'b1)
				begin
					Red = 8'h00;
					Green = 8'h64;
					Blue = 8'h00;
				end
				else if (dead == 1'b1)
				begin
					Red = 8'h00;
					Green = 8'h00;
					Blue = 8'h00;
				end
				else 
				begin
					Red = 8'h80;
					Green = 8'h80;
					Blue = 8'h80;
				end
		  end
		  else if (is_platform == 1'b1)
		  begin
				Red = 8'hff;
				Green = 8'h63;
				Blue = 8'h47;
		  end
        else 
        begin
            Red = 8'h3f; 
            Green = 8'h00;
            Blue = 8'h7f - {1'b0, DrawX[9:3]};
        end
    end 
endmodule
==> results.cfg <==
; implementation run metrics
[final_timing]
fin_ws_ns = -0.231
finalSetupTns_ns = -2.50
timing.final.crit_share_pct = 123
clock.fmax_ghz = 0.812
hold_viol_final = 0
min_period_ns = 1.23
setup_viol_count_final = 21
tightest_slew_ns = 0.243
rsz0062_at_grt = true
maxSlewHeadroom_pct = 83.6
slew_viol_final = 0

[power_and_ir_drop]
power_density_mw_per_mm2 = 416
clkPwrFrac_pct = 0
internal-power_mw = 0.243
power_frac_comb_pct = 100.0
switching_share_pct = 38.0
seq_power_share_pct = 0
leakage_nw = 0.497
p_sw_mw = 0.149
ir_worst_vdd_uv = 102
power.total_mw = 0.391

[finish]
clock_buffers = 0
combGateArea_um2 = 370
most-common-layout-cells = buf_2, buf_6, buf_4
fillers = 369
area_growth_pct = 226
flops = 0
fin_util_pct = 27.5
register_area_um2 = 0
layout_top_cell = buf_2
final_cells = 148
drive_gt1_share_pct = 76.5

[worst_setup_path]
cp-end-kind = primary output
critPathLaunch = is_attack
max_stage_delay_ns = 0.27
critPathBufInv = 4
critPathMostFrequentCell = buf_6
critPathRequiredTime_ns = 0.80
cp_max_fo = 6
worst_path_max_delay_cell = and2b_2
path_delay_family = buffers and inverters
cp_data_arrival_time_ns = 1.03
cp.depth = 7
crit_chain = buf_8 > and2b_2 > nand2_4 > buf_6 > buf_6 > o21ai_2 > buf_2
critPathKind = in2out
startpoint_type = input pin

[global_routing]
grtUsageTotal_pct = 5.52
grt_start_max_net_pins = 7
grt_pass1_wl_mm = 2.92
antenna_found_initial = 0
gr-total-overflow = 0
grt_pass1_vias = 562

[placed_design]
hpwl_mm = 1.38
gp_congestion = 0.786
pre_cts_slack_ns = -0.943
place_inst = 130
portBuffers = 40

[route]
antenna_cells = 0
drtPass1Iterations = 2
drt_iter0_drc = 6
routed_via_density = 3.53
routed_wl_mm = 1.93
drc = 0
post_drt_wl_per_cell_um = 13.0
ant_nets = 0
dr_total_vias = 523

[die]
chip_area_mm2 = 0.00640
initCoreUtil_pct = 8.46
rows = 21
die_y_um = 80
fp.coreArea_mm2 = 0.00342
ios = 53
die_w_um = 80

[yosys]
ys_cells = 49
netlist_area_um2 = 289
avgSynthCellArea_um2 = 5.90
top_area_share_pct = 20.8
yosysChipArea_um2 = 289
ys_types = 18
area_leaders = buf_4, nor2_1, and2_1
yosys.area.top_type = buf_4
syn-instance-count = 49
ys_warn_count = 2
yosys.stat.seqShare_pct = 0

[worst_hold_path]
whs_path_depth = 3
holdCritStartpoint = is_enemy_shield
hp-class = in2out
hold_end = VGA_G[7]

[flow_run]
tool_warnings = 47
maxCapViolations = 0

[clock_tree]
hold_buffers = 0

[status]
failed_checks = setup timing
status = complete, but fails checks
[how the worst max path moves through the flow]
stage | end
CTS | VGA_B[4]
global route | VGA_B[4]
finish | VGA_B[4]
[metal layers]
layer  wire (um)  track usage [%]  up-vias
met3         129             1.25        0
met2        1010             9.71       19
met1         786             7.05      236
li1            -                -      268
met4           0                0        0
met5           0                0        -
[cell families after synthesis]
| group | share of synthesized area (%) |
|---|---|
| simple gates | 48.1 |
| compound gates | 28.6 |
| buf+inv | 23.4 |
[cells in the mapped netlist]
cell,count
nand2_2,1
nand2b_2,2
o21ai_1,5
o31ai_1,1
o21ai_0,5
nand3_1,1
and2_1,4
o41ai_2,1
nor2_1,9
or3b_1,1
nand3b_1,1
buf_4,8
inv_1,2
nor2b_1,1
o21ai_2,1
and2b_1,1
nand2_1,4
nor2_2,1
[metrics by stage]
stage          hold WS, ns  area, um^2
4_1_cts              0.682         871
5_1_grt              0.670         941
3_3_place_gp          1.38         709
3_5_place_dp          1.39         709
6_report             0.663         941
2_1_floorplan        0.434         289
[worst min-delay path, cell delays in order]
cell and delay, ns:
buf_6 0.09, o41ai_2 0.07, buf_2 0.10
[cell type report]
| class | instances | share of cell area (%) |
|---|---|---|
| Tap cell | 46 | 6.12 |
| Timing Repair Buffer | 60 | 53.7 |
| Inverter | 2 | 0.798 |
| Multi-Input combinational cell | 40 | 39.4 |
[power groups by stage]
stage,Sequential [mW],Combinational [mW],Clock (mW)
finish,0,0.391,0
global route,0,0.428,0
CTS,0,0.360,0
[repair_timing]
action,in CTS,in global routing
pin swaps,22,6
gates cloned,1,0
resized,163,24
endpoints found under the hold margin,0,0
setup endpoints to repair,24,22
buffers inserted,17,0
