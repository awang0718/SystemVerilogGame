$ cat ./run.sh
#!/bin/bash
# OpenROAD 26Q1-2900-gdf79404cd8, Yosys 0.63+post, stock flow scripts
make -C /OpenROAD-flow-scripts/flow DESIGN_CONFIG=/design/flow/config.mk WORK_HOME=/design/flow/orfs finish
$ cat ./config.mk
export PLATFORM = sky130hd
export DESIGN_NAME = frameCounter
export DESIGN_NICKNAME = frameCounter
export VERILOG_FILES = /design/flow/design.v
export SDC_FILE = /design/flow/constraint.sdc
export NUM_CORES = 4
export LEC_CHECK = 1
export CORE_AREA = 10 10 78 78
export DIE_AREA = 0 0 88 88
$ cat ./constraint.sdc
current_design frameCounter

set clk_period 3.1
set clk_io_pct 0.2

create_clock -name clk0 -period $clk_period [get_ports {Clk}]

set non_clock_inputs [all_inputs -no_clocks]
set_input_delay [expr $clk_period * $clk_io_pct] -clock clk0 $non_clock_inputs
set_output_delay [expr $clk_period * $clk_io_pct] -clock clk0 [all_outputs]
$ cat ./design.v
module frameCounter (
				input  logic 		Clk, Reset,
				input logic 		frame_clk,           
				output logic 		changeFrame);
	logic frame_clk_delayed, frame_clk_rising_edge;
   always_ff @ (posedge Clk) begin
        frame_clk_delayed <= frame_clk;
        frame_clk_rising_edge <= (frame_clk == 1'b1) && (frame_clk_delayed == 1'b0);
   end
	logic[6:0] counter, counter_in;
   logic	ChangeFrame, ChangeFrame_in;
	always_ff @ (posedge Clk)
   begin
		if (Reset)
		begin
			counter <= 7'd0;
			ChangeFrame <= 1'b0;
		end
		else
		begin
			counter <= counter_in;
			ChangeFrame <= ChangeFrame_in;
		end
   end
	always_comb
	begin
		counter_in = counter;
		ChangeFrame_in = changeFrame;
		if (frame_clk_rising_edge)
		begin
			if (counter == 7'd59)
				counter_in = 7'd0;
			else
				counter_in = counter + 1'd1;
			if (counter % 20 >= 0 && counter % 20 < 10)
				ChangeFrame_in = 1'b0;
			else
				ChangeFrame_in = 1'b1;
		end		
	end
	assign changeFrame = ChangeFrame;
endmodule
==> results_slide.txt <==
Synthesis and Place & Route Summary

Status
  – Run status: complete, no violations

Floorplanning
  – Core footprint: 0.00441 mm²
  – FP Util: 0.191
  – Total die area: 0.00774 mm²
  – Die W: 88 µm
  – Boundary Pins: 4
  – FP Rows: 24
  – Floorplan die height: 88 µm

Detailed routing
  – Wire length reported by the detailed router: 1780 µm
  – Via total after detailed routing: 755
  – Initial DRC Count: 75
  – Average vias per placed instance: 4.69
  – Routed wirelength normalized by instance count: 11.0 µm
  – Post-route antenna net violation count: 0
  – Ant diodes: 0
  – DRC violation count after routing: 0
  – Drt pass-1 iters: 4

Global route
  – Number of antenna violations at the first check in global routing: 0
  – Largest net degree at the start of global routing: 21
  – Global-route wire length before repair: 3300 µm
  – Overflow left after global routing: 0
  – Vias in the first global route: 753
  – Overall Global Routing Usage: 0.0489

STA
  – Final number of max-transition violations: 0
  – Post-route setup TNS: 0 ns
  – RSZ-0062 raised after global routing: false
  – Relative slew slack: 0.562
  – Final Cycle Share: 0.763
  – Count of final setup violators: 0
  – Highest achievable clock rate: 423 MHz
  – Setup skew after layout: 0.00198 ns
  – Number of hold violations in the final report: 0
  – Final worst setup slack: 0.734 ns
  – Minimum clock period: 2.37 ns
  – Slew @ Worst Pin: 0.656 ns

Setup path
  – Worst Setup Start Kind: register
  – Worst EP arrival: 2.47 ns
  – Buffer-and-inverter tally for the worst setup path: 1
  – End of the worst register-to-register path: ChangeFrame$_SDFFE_PP0P_
  – Critical Path Stages: 9
  – Worst Reg2Reg Path Length in Cells: 9
  – Crit path from: counter[4]$_SDFFE_PP0P_
  – Cell chain of the critical path: nor2_1 -> inv_1 -> ha_1 -> or2b_1 -> o211ai_2 -> o21ai_1 -> o21ai_2 -> mux2i_1 -> a311oi_1
  – Endpoint required time on the critical path: 3.21 ns
  – Worst r2r src: counter[4]$_SDFFE_PP0P_
  – Capturing element type of the critical path: register
  – Crit path kind: reg -> reg
  – Max incr delay on CP: 0.66 ns
  – Family with the most delay on the worst path: flip-flops
  – Worst path slowest cell: sky130_fd_sc_hd__dfxtp_1
  – Capture point of the critical path: ChangeFrame$_SDFFE_PP0P_
  – Worst reg2reg setup slack: 0.73 ns
  – Largest driver fanout on the critical path: 17

CTS
  – # resized after CTS: 0
  – Clock root buffer: sky130_fd_sc_hd__clkbuf_8
  – Clock sink count: 10
  – Hold buffer count at cts: 0
  – Clock transition at the register clock pins on the worst setup and hold paths after CTS: 0.05 ns
  – TritonCTS clock tree: done
  – CTS buffer count: 3
  – # H-tree levels: 1
  – Clock latency of the later-clocked register in the worst-skew pair: 0.23 ns
  – Number of buffers inserted to repair setup after CTS: 0
  – Buffer levels on the longest clock path: 2

Final layout
  – Tally of filler cells in the layout: 476
  – Seq. cell area: 200 µm²
  – Synthesis-to-finish area growth: 12.7%
  – Final Util: 0.216
  – Total non-filler cell area in the finished layout: 952 µm²
  – Combinational gate area: 572 µm²
  – Share of final-layout standard cells stronger than drive strength 1: 0.128
  – Most numerous logic cells after layout: sky130_fd_sc_hd__nor2_1 (13), sky130_fd_sc_hd__dfxtp_1 (10), sky130_fd_sc_hd__a21oi_1 (7), sky130_fd_sc_hd__nand2_1 (7), sky130_fd_sc_hd__o21ai_0 (5)
  – Most numerous logic cell after layout: sky130_fd_sc_hd__nor2_1
  – Non-filler cells in the finished layout: 161

Placed design
  – Placed Instances: 157
  – Global placement routability congestion: 0.860
  – Detailed placer's ending HPWL: 1230 µm
  – Count of input and output buffers: 3
  – Worst setup timing slack at the placement stage: 0.764 ns
  – Cell area after placement: 897 µm²

Logic synthesis
  – Ys flops: 10
  – Flip-flops with a built-in enable: 0
  – Post-synthesis average cell area: 7.75 µm²
  – Ys async rst share: 0
  – Yosys Instances: 109
  – Library cells used by synthesis: 44
  – Post-Syn Area: 845 µm²
  – YS warnings: 1
  – Synth Flop Type: sky130_fd_sc_hd__dfxtp_1
  – Post-synthesis chip area from yosys: 845 µm²
  – Part of the Yosys area used for sequential elements: 0.237
  – Synthesized instance count: 109

Hold path
  – Tightest Hold Check Type: reg -> reg
  – Start point of the worst min-delay path: frame_clk_delayed$_DFF_P_

Pwr
  – Leakage power summed over all cells: 0.000356 µW
  – Largest voltage drop on the vdd net: 0.277 mV
  – Power per cell area: 327 mW/mm²

Flow run
  – Max-cap violations: 0
  – Number of warnings in the stage logs: 27
[metal layers]
| layer | vias to the layer above | GRT usage | routed length (µm) |
|---|---|---|---|
| met5 | - | 0 | 0 |
| met4 | 0 | 0.00725 | 0 |
| met3 | 0 | 0.00935 | 94 |
| met2 | 20 | 0.0741 | 736 |
| met1 | 341 | 0.0715 | 945 |
| li1 | 394 | - | - |
[layout make-up]
type	count	area share
Clock buffer	4	0.0578
Inverter	6	0.0237
Multi-Input combinational cell	85	0.601
Sequential cell	10	0.210
Tap cell	52	0.0683
Timing Repair Buffer	4	0.0394
[flip-flops by register name (all words and copies together), names as in the netlist]
register	flops
frame_clk_rising_edge	1
counter	7
frame_clk_delayed	1
ChangeFrame	1
[per-stage QoR]
step | total power, µW | hold slack (ns)
2_1_floorplan | 148 | 0.367
3_3_place_gp | 155 | 0.380
6_report | 312 | 0.387
5_1_grt | 326 | 0.409
3_5_place_dp | 155 | 0.384
4_1_cts | 318 | 0.394
[worst reg2reg max path: cells and delay by family (launching register included)]
kind	cells	cell delay (ns)
AND/OR/NAND/NOR	2	0.49
adder cells (fa/ha/maj)	1	0.29
AND-OR/OR-AND	4	0.50
multiplexers	1	0.22
flip-flops	1	0.66
buffers and inverters	1	0.08
[logic make-up after synthesis]
group                      share of synthesized area
and+or+nand+nor                                0.295
AOI/OAI and AO/OA                              0.252
buffers and inverters                         0.0859
DFF                                            0.237
xor gates and xnor gates                      0.0622
adders and majority gates                     0.0444
muxes                                         0.0237
[cell usage after synthesis, types with 2 or more instances]
cell / count / area share
sky130_fd_sc_hd__o2111ai_1: 2 / 0.021
sky130_fd_sc_hd__ha_1: 3 / 0.044
sky130_fd_sc_hd__nor4_1: 2 / 0.015
sky130_fd_sc_hd__mux2i_1: 2 / 0.024
sky130_fd_sc_hd__nand4_1: 3 / 0.022
sky130_fd_sc_hd__o21ai_1: 3 / 0.018
sky130_fd_sc_hd__and2b_4: 2 / 0.024
sky130_fd_sc_hd__o21ai_0: 5 / 0.030
sky130_fd_sc_hd__inv_2: 2 / 0.0089
sky130_fd_sc_hd__a21oi_1: 7 / 0.041
sky130_fd_sc_hd__or2b_1: 2 / 0.018
sky130_fd_sc_hd__a31oi_1: 3 / 0.022
sky130_fd_sc_hd__nand2b_1: 4 / 0.030
sky130_fd_sc_hd__buf_4: 2 / 0.018
sky130_fd_sc_hd__xnor2_1: 4 / 0.041
sky130_fd_sc_hd__xor2_1: 2 / 0.021
sky130_fd_sc_hd__nand2_1: 7 / 0.031
sky130_fd_sc_hd__dfxtp_1: 10 / 0.24
sky130_fd_sc_hd__inv_1: 4 / 0.018
sky130_fd_sc_hd__buf_2: 3 / 0.018
sky130_fd_sc_hd__nand3_1: 2 / 0.012
sky130_fd_sc_hd__nor2_1: 13 / 0.058
[report_power, final]
part	total [µW]	internal [µW]	switching (µW)
clock	160	111	48.2
sequential	138	133	5.00
combinational	14.2	8.53	5.66
[worst min path at each step]
| stage | endpoint | slack [ns] | cells after the start |
|---|---|---|---|
| 6_report | frame_clk_rising_edge$_DFF_P_ | 0.39 | 1 |
| 4_1_cts | frame_clk_rising_edge$_DFF_P_ | 0.39 | 1 |
| 5_1_grt | frame_clk_rising_edge$_DFF_P_ | 0.41 | 1 |
Power figures rest on the tool's default switching activity, not on a simulated workload.
