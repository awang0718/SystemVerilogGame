==> flow/design.v <==
module AI_interface (
	input logic CLK,
	input logic RESET,
	input  logic AI_READ,					 
	input  logic AI_WRITE,					 
	input  logic AI_CS,						 
	input  logic [1:0] AI_BYTE_EN,		 
	input  logic [3:0] AI_ADDR,			 
	input  logic [15:0] AI_WRITEDATA,	 
	output logic [15:0] AI_READDATA,	 
	output logic [15:0] EXPORT_DATA,		 
	output logic [15:0] Enemy_Data,
	input logic [15:0] Enemy_Loc,
	input logic [15:0] Player_Loc,
	input logic [7:0] keycode
);
	logic[15:0] Register_File[3];
	logic[15:0] AES_DONE_OUT;
	always_ff @ (posedge CLK)
	begin
		if (RESET)
			for (int i = 0; i < 3; i++)
				Register_File[i] <= 16'b0;
		else if (AI_WRITE && AI_CS)
		begin
			if (AI_BYTE_EN[1])
				Register_File[0][15:8] <= AI_WRITEDATA[15:8];
			if (AI_BYTE_EN[0])
				Register_File[0][7:0] <= AI_WRITEDATA[7:0];
			Register_File[1] <= Enemy_Loc;
			Register_File[2] <= Player_Loc;
		end
		else
		begin
			Register_File[1][15:0] <= Enemy_Loc;
			Register_File[2][15:0] <= Player_Loc;
			Register_File[0] <= Register_File[0];
		end
	end
	always_comb
	begin
		if (AI_CS && AI_READ)
			AI_READDATA = Register_File[AI_ADDR][15:0];
		else
			AI_READDATA = 16'b0;
	end
	assign enemy_data = Register_File[0];
	assign EXPORT_DATA = 16'hffff;
endmodule
==> flow/run.sh <==
#!/bin/bash
# OpenROAD 26Q1-2900-gdf79404cd8, Yosys 0.63+post, stock flow scripts
make -C /OpenROAD-flow-scripts/flow DESIGN_CONFIG=/design/flow/config.mk WORK_HOME=/design/flow/orfs finish
==> flow/config.mk <==
export PLATFORM = sky130hd
export DESIGN_NAME = AI_interface
export DESIGN_NICKNAME = AI_interface
export VERILOG_FILES = /design/flow/design.v
export SDC_FILE = /design/flow/constraint.sdc
export NUM_CORES = 4
export LEC_CHECK = 1
export CORE_AREA = 10 10 111 111
export DIE_AREA = 0 0 121 121
==> flow/constraint.sdc <==
current_design AI_interface

set clk_period 1.9
set clk_io_pct 0.2

create_clock -name clk0 -period $clk_period [get_ports {CLK}]

set non_clock_inputs [all_inputs -no_clocks]
set_input_delay [expr $clk_period * $clk_io_pct] -clock clk0 $non_clock_inputs
set_output_delay [expr $clk_period * $clk_io_pct] -clock clk0 [all_outputs]
==> flow_summary.yaml <==
# yosys + openroad results
logic_synthesis:
  mappedNetlistArea_sq_um: 2330
  synth_top_flop_cell: "sky130_fd_sc_hd__dfxtp_1"
  seq_area_frac_synth_pct: 41.2
  ys_chip_area_sq_um: 2330
  ys_types: 19
  synth_warnings: 19
  yosys_register_bits: 48
  yosys_cells: 234
  netlist.area_leader.share_pct: 41.2
  async_sr_flop_fraction_pct: 0
  syn-mean-instance-area_sq_um: 9.97
  post-synth-top-area-cell: "sky130_fd_sc_hd__dfxtp_1"
  netlist_top_cells_area: "sky130_fd_sc_hd__dfxtp_1 (41%), sky130_fd_sc_hd__nor2b_1 (13%), sky130_fd_sc_hd__buf_4 (11%)"
  enable_flop_cells: 0
  post_synth_most_frequent_cells: "sky130_fd_sc_hd__dfxtp_1 (48), sky130_fd_sc_hd__nor2b_1 (48), sky130_fd_sc_hd__buf_4 (35)"
  netlist_instances: 234
clock_network:
  clk_pin_slew_ns: 0.08
  cts-root-to-sink-buffers: 2
  cts_inserted_buffers: 5
  clkSinkCount: 48
  cts_max_level: 2
  tritoncts: "built"
  worstSkewPairLatency_ns: 0.29
  clk_root_buffer_cell: "sky130_fd_sc_hd__clkbuf_8"
  post_cts_hold_buffer_count: 0
setup_path:
  worstSetupEndpointType: "output port"
  worstPathMaxFanout: 7
  critPathBufInv: 4
  critical_path_arrival_ns: 1.49
  critical_path.top_delay_family: "buffers and inverters"
  required_ns: 1.52
  slowest_delay_ns: 0.23
  cell_chain_critical_path: "buf_4 -> inv_2 -> ha_4 -> buf_4 -> nor2b_1 -> nor3_2 -> dlygate4sd2_1"
  critical-path-slowest-cell: "sky130_fd_sc_hd__dlygate4sd2_1"
  timing.critical_path.from_type: "input port"
  setup.worst_path.class: "input port to output port"
  path_common_cell: "sky130_fd_sc_hd__buf_4"
cells_and_area:
  largest_register_ffs: 48
  biggestRegsByFlops: "Register_File (48)"
  largest_register: "Register_File"
  fillers: 980
  fin_cells: 443
  final_layout_size_suffix_gt1_share_pct: 23.9
  area.growth.synth_to_final_pct: 45.6
  finished_core_util_pct: 34.4
  layout.cell_area.non_filler_sq_um: 3400
sta:
  worst_hold_slack_ns: 0.483
  layout_min_cycle_time_ns: 1.87
  timing.final.ws_setup_ns: 0.0265
  clock-skew-final_ns: 0
  maxSlewViolCount: 0
  timing.final.hold_violations: 0
  timing.final.crit_share_pct: 98.6
  grt_setup_unrepaired: "true"
  setup-tns-final_ns: 0
  setup_violations: 0
  max_freq_mhz: 534
grt:
  overflow: 0
  gr-usage-all-layers_pct: 8.09
  grt_max_degree: 65
  number_of_antenna_violations_at_the_first_check_in_global_routing: 0
  first_global_vias: 1839
  wire_length_of_the_first_global_routing_pass_mm: 9.58
route:
  post-route-drc-count: 0
  routedWlPerCell_microns: 13.8
  final_antenna_net_count: 0
  detail_route.antenna_diodes: 0
  drt_wl_total_mm: 6.12
  first_pass_iters: 3
  route.detailed.vias_per_inst: 3.76
  via_count: 1664
  first_iter_violations: 35
power_and_ir_drop:
  p_comb_share_pct: 21.5
  switchingPower_mw: 0.548
  power.total_mw: 2.18
  internal_power_mw: 1.64
  largest_voltage_drop_on_the_vdd_net_v: 0.000315
  reported_leakage_power_nw: 1.36
  power.density_nw_per_um2: 643
  power_frac_clock_pct: 28.9
  power.share.sequential_pct: 49.6
  power.switching_fraction_pct: 25.1
die:
  design.portCount: 115
  core_util_floorplan_pct: 23.7
  rows: 36
  floorplan.die.width_microns: 121
  die_h_microns: 121
  placeableCoreArea_sq_um: 9860
  fp.dieArea_sq_um: 14600
job:
  warnings: 38
  max-cap-violations: 0
place:
  dpl.cell_count: 433
  pre_cts_ws_ns: -0.882
  place_congestion: 0.812
  placedInstanceArea_sq_um: 3120
  io_buffers: 72
  dp.final_hpwl_mm: 4.71
status:
  run_status: "completed"
min_path:
  hold_class: "register to register"
==> path summary, 6_finish.rpt <==
kind,startpoint,endpoint,slack [ns],depth (start not counted)
worst max-delay path,AI_ADDR[0],AI_READDATA[4],0.03,7
worst min-delay path,Register_File[0][12]$_SDFFE_PP0P_,Register_File[0][12]$_SDFFE_PP0P_,0.48,2
worst max register to register,Register_File[0][11]$_SDFFE_PP0P_,Register_File[0][11]$_SDFFE_PP0P_,1.27,2
worst min register to register,Register_File[0][12]$_SDFFE_PP0P_,Register_File[0][12]$_SDFFE_PP0P_,0.48,2
==> area by class of cell <==
type	count	area, sq um	share of cell area [%]
Clock buffer	6	82.6	2.43
Clock inverter	2	15.0	0.442
Inverter	2	7.51	0.221
Multi-Input combinational cell	165	1310	38.7
Sequential cell	48	961	28.3
Tap cell	133	166	4.90
Timing Repair Buffer	87	852	25.1
==> power by group through the flow <==
stage | logic [mW] | registers [mW] | clock network (mW)
6_report | 0.470 | 1.08 | 0.631
5_1_grt | 0.513 | 1.09 | 0.698
4_1_cts | 0.449 | 1.08 | 0.667
==> routing by layer <==
layer | share of wire [%] | up-vias | global-route usage, %
li1 | - | 860 | -
met1 | 45 | 743 | 10.7
met2 | 46 | 59 | 13.0
met3 | 7.8 | 2 | 2.88
met4 | 0.34 | 0 | 0.603
met5 | 0 | - | 0
==> kinds of logic after synthesis <==
kind of cell / after synthesis / share of synthesized area [%]
and+or+nand+nor: 99 / 25.9
muxes: 16 / 6.86
other: 2 / 0.322
buffers and inverters: 51 / 16.0
DFF: 48 / 41.2
AOI/OAI and AO/OA: 16 / 8.69
adders and majority gates: 2 / 1.07
==> cell usage in the layout (no fill, tap or decap), types with 4 or more instances in the layout <==
master / synthesis / routed
sky130_fd_sc_hd__a221oi_2: 10 / 11
sky130_fd_sc_hd__clkbuf_8: 0 / 6
sky130_fd_sc_hd__buf_4: 35 / 9
sky130_fd_sc_hd__nor3_2: 1 / 7
sky130_fd_sc_hd__buf_12: 1 / 6
sky130_fd_sc_hd__dfxtp_1: 48 / 48
sky130_fd_sc_hd__nor3_4: 0 / 4
sky130_fd_sc_hd__clkdlybuf4s50_1: 0 / 52
sky130_fd_sc_hd__nor3_1: 15 / 5
sky130_fd_sc_hd__nor2b_1: 48 / 45
sky130_fd_sc_hd__mux2i_1: 16 / 16
sky130_fd_sc_hd__buf_2: 6 / 13
sky130_fd_sc_hd__nand2b_1: 32 / 32
sky130_fd_sc_hd__a221oi_4: 0 / 5
sky130_fd_sc_hd__conb_1: 2 / 32
==> tightest hold or removal path, cell delays in order (launching register included) <==
cell,delay (ns)
sky130_fd_sc_hd__dfxtp_1,0.32
sky130_fd_sc_hd__nand2b_1,0.06
sky130_fd_sc_hd__mux2i_1,0.06
==> repair_timing <==
item	CTS	global route
setup buffers	2	0
pin swaps	10	7
setup endpoints to repair	16	13
cloned	1	0
gates resized	76	18
Power is estimated from default activity; no workload was simulated.
