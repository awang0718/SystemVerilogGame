<file path="./design.v">
module  ball2 ( input         Clk,                 
                             Reset,               
                             frame_clk,           
               input [9:0]   DrawX, DrawY,        
               output logic  is_ball,              
					input [7:0] keycode
              );
    parameter [9:0] Ball_X_Center = 10'd320;   
    parameter [9:0] Ball_Y_Center = 10'd240;   
    parameter [9:0] Ball_X_Min = 10'd0;        
    parameter [9:0] Ball_X_Max = 10'd639;      
    parameter [9:0] Ball_Y_Min = 10'd0;        
    parameter [9:0] Ball_Y_Max = 10'd479;      
    parameter [9:0] Ball_X_Step = 10'd1;       
    parameter [9:0] Ball_Y_Step = 10'd1;       
    parameter [9:0] Ball_Size = 10'd4;         
    logic [9:0] Ball_X_Pos, Ball_X_Motion, Ball_Y_Pos, Ball_Y_Motion;
    logic [9:0] Ball_X_Pos_in, Ball_X_Motion_in, Ball_Y_Pos_in, Ball_Y_Motion_in;
    logic frame_clk_delayed, frame_clk_rising_edge;
    always_ff @ (posedge Clk) begin
        frame_clk_delayed <= frame_clk;
        frame_clk_rising_edge <= (frame_clk == 1'b1) && (frame_clk_delayed == 1'b0);
    end
    always_ff @ (posedge Clk)
    begin
        if (Reset)
        begin
            Ball_X_Pos <= Ball_X_Center;
            Ball_Y_Pos <= Ball_Y_Center;
            Ball_X_Motion <= 10'd0;
            Ball_Y_Motion <= Ball_Y_Step;
        end
        else
        begin
            Ball_X_Pos <= Ball_X_Pos_in;
            Ball_Y_Pos <= Ball_Y_Pos_in;
            Ball_X_Motion <= Ball_X_Motion_in;
            Ball_Y_Motion <= Ball_Y_Motion_in;
        end
    end
    always_comb
    begin	 
        Ball_X_Pos_in = Ball_X_Pos;
        Ball_Y_Pos_in = Ball_Y_Pos;
        Ball_X_Motion_in = Ball_X_Motion;
        Ball_Y_Motion_in = Ball_Y_Motion;		  
        if (frame_clk_rising_edge)
        begin	  
            if( Ball_Y_Pos + Ball_Size >= Ball_Y_Max )   
               begin
						Ball_Y_Motion_in = (~(Ball_Y_Step) + 1'b1)*2;
						Ball_X_Motion_in = 1'b0;
					end   
            else if ( Ball_Y_Pos <= Ball_Y_Min + Ball_Size )   
               begin
						Ball_Y_Motion_in = Ball_Y_Step*2;	
						Ball_X_Motion_in = 1'b0;
					end
            else if( Ball_X_Pos + Ball_Size >= Ball_X_Max )   
               begin
						Ball_X_Motion_in = (~(Ball_X_Step) + 1'b1)*2;
						Ball_Y_Motion_in = 1'b0;
					end   
            else if ( Ball_X_Pos <= Ball_X_Min + Ball_Size )   
               begin
						Ball_X_Motion_in = Ball_X_Step*2;
						Ball_Y_Motion_in = 1'b0;	
					end
				unique case(keycode)
					8'd26:	 
					if ( Ball_Y_Pos <= Ball_Y_Min + Ball_Size )   
						begin
							Ball_Y_Motion_in = Ball_Y_Step*2;	
							Ball_X_Motion_in = 1'b0;
						end
					else
						begin
							Ball_Y_Motion_in = (~(Ball_Y_Step) + 1'b1)*2;
							Ball_X_Motion_in = 1'b0;
						end				
					8'd22:	 
					if( Ball_Y_Pos + Ball_Size >= Ball_Y_Max )   
						begin
							Ball_Y_Motion_in = (~(Ball_Y_Step) + 1'b1)*2;
							Ball_X_Motion_in = 1'b0;
						end   
					else
						begin
							Ball_Y_Motion_in = Ball_Y_Step*2;	
							Ball_X_Motion_in = 1'b0;
						end						
					8'd04:	 
					if ( Ball_X_Pos <= Ball_X_Min + Ball_Size )   
						begin
							Ball_X_Motion_in = Ball_X_Step*2;
							Ball_Y_Motion_in = 1'b0;
						end
					else
						begin
							Ball_X_Motion_in = (~(Ball_X_Step) + 1'b1)*2;
							Ball_Y_Motion_in = 1'b0;
						end						
					8'd07:	 
					if( Ball_X_Pos + Ball_Size >= Ball_X_Max )   
						begin
							Ball_X_Motion_in = (~(Ball_X_Step) + 1'b1)*2;
							Ball_Y_Motion_in = 1'b0;
						end   
					else
						begin
							Ball_X_Motion_in = Ball_X_Step*2;
							Ball_Y_Motion_in = 1'b0;
						end
					default:;					
				endcase	
				if (Ball_Y_Motion == Ball_Y_Step)
					begin
						Ball_Y_Motion_in = 1'b0;
						Ball_X_Motion_in = 1'b0;
					end
            Ball_X_Pos_in = Ball_X_Pos + Ball_X_Motion;
            Ball_Y_Pos_in = Ball_Y_Pos + Ball_Y_Motion;
        end
    end
    int DistX, DistY, Size;
    assign DistX = DrawX - Ball_X_Pos;
    assign DistY = DrawY - Ball_Y_Pos;
    assign Size = Ball_Size;
    always_comb begin
        if ( ( DistX*DistX + DistY*DistY) <= (Size*Size) ) 
            is_ball = 1'b1;
        else
            is_ball = 1'b0;
    end
endmodule
</file>
<file path="./run.sh">
#!/bin/bash
# OpenROAD 26Q1-2900-gdf79404cd8, Yosys 0.63+post, stock flow scripts
make -C /OpenROAD-flow-scripts/flow DESIGN_CONFIG=/design/flow/config.mk WORK_HOME=/design/flow/orfs finish
</file>
<file path="./config.mk">
export PLATFORM = sky130hd
export DESIGN_NAME = ball2
export DESIGN_NICKNAME = ball2
export VERILOG_FILES = /design/flow/design.v
export SDC_FILE = /design/flow/constraint.sdc
export NUM_CORES = 4
export LEC_CHECK = 1
export CORE_UTILIZATION = 50
</file>
<file path="./constraint.sdc">
current_design ball2

set clk_period 29.3
set clk_io_pct 0.2

create_clock -name clk0 -period $clk_period [get_ports {Clk}]

set non_clock_inputs [all_inputs -no_clocks]
set_input_delay [expr $clk_period * $clk_io_pct] -clock clk0 $non_clock_inputs
set_output_delay [expr $clk_period * $clk_io_pct] -clock clk0 [all_outputs]
</file>
==> flow_results.org <==
#+TITLE: Flow metrics

** Logic synthesis
- Post-synthesis instance area :: 11400 um2
- Cell count listed in synth_stat.txt :: 1264
- Most used flip-flop cell :: sky130_fd_sc_hd__dfxtp_1
- Each instance of the synthesized netlist takes up on average 8.98 um2.
- Yosys mapped a number of flops with a built-in enable equal to 0.
- The synthesis report lists the Yosys warning total as 1.
- Synthesis produced 1264 cells.
- The synthesized netlist has a Yosys-reported chip area of 11400 um2.
- Share of flip-flops with an asynchronous set or reset :: 0%
- Register bit count reported by yosys :: 26
- Of the synthesized area, sequential elements account for 4.58%.
- Count of unique library cells instantiated by Yosys :: 66

** Route
- Number of antenna repair diodes :: 0
- Count of antenna-violating nets left after detailed routing :: 0
- Routed len/inst :: 15.0 um
- Per the detail_route report, the via count comes to 8117.
- Via-per-instance ratio :: 5.16
- The pre-antenna-repair detailed-routing pass consisted of 7 iterations.
- Number of design rule violations left after detail routing :: 0
- After the first detailed-routing iteration, the DRC count stood at 312.
- The routed design has 23.6 mm of wire.

** STA
- Worst-Margin Slew :: 854 ps
- Subtracting the final worst setup slack from the clock period gives 21170 ps.
- RSZ-0062 raised after global routing :: no
- Setup Skew :: 2.90 ps
- Sum of negative setup slack :: 0 ps
- Final Worst Setup Slack :: 8130 ps
- The tightest hold path in the finished design has a slack of 381 ps.
- Max Slew Vio Count :: 0
- For this run, the top clock speed supported by timing is 47.2 MHz.
- Setup violators final :: 0
- The worst-case max-slew headroom was logged as 42.6%.
- Hold Vio Cnt, Final :: 0
- Tcrit/Tclk final :: 72.2%

** Outcome
- The flow ran to the end, and the final reports show no timing, DRC or antenna violations.

** Clock network
- Clock tree root buffer cell :: sky130_fd_sc_hd__clkbuf_16
- For reference, the clock transition at the flip-flops on the worst setup and hold paths is 70 ps.
- Maximum count of clock buffers along a single path :: 2
- Counting every sink on the clock net gives 26.
- H-tree depth :: 1
- Per the TritonCTS log, the buffer count is 3.
- Once the clock tree was built, the resizer swapped 0 gates to a different size.
- Clock latency on the worst-skew pair, taken at its later pin, is 270 ps.
- TritonCTS clock tree :: done
- Cts hold-fix bufs :: 0
- Number of buffers inserted by post-CTS setup repair :: 0

** Worst setup path
- Setup slack, reg-to-reg :: 26740 ps
- STA puts the critical path data arrival time at 15310 ps.
- The largest individual stage delay along the critical path comes from the cell sky130_fd_sc_hd__fa_1.
- Crit start category :: primary input
- Worst reg2reg endpoint :: Ball_X_Pos[9]
- In this design, the stage delay of the slowest critical-path cell is 710 ps.
- The launch point of the worst register-to-register path is recorded as Ball_X_Motion[8].
- For reference, the critical path is launched at DrawY[0].
- Worst Path Class, Setup :: in -> out
- STA classifies the critical path endpoint as a primary output.
- Worst-path maximum fanout :: 12
- The OpenROAD report gives the critical path a required time of 23440 ps.
- The number of cells on the worst reg-to-reg path is 10.
- In this design, the critical path's most frequently occurring cell is sky130_fd_sc_hd__fa_1.
- End of the critical path :: is_ball

** GRT
- Global-route wire length before repair :: 41.1 mm
- Global routing finished with a remaining overflow of 0.
- GR met3 Demand/Resource :: 4.90%
- Vias in the first global route :: 8380
- The number of antenna violations at the first check in global routing is 0.
- Entering global routing, the biggest net connects 35 pins.
- Total global-route track usage :: 23.5%
- Met2 Track Usage GR :: 36.8%
- Met1 Resource Use GR :: 37.9%
- The layer flagged by global routing as most heavily used is met1.

** Die
- Measured along the y axis, the die boundary spans 153 um.
- The core region is 22000 um2.
- The chip occupies 23300 um2.
- Std cell rows :: 54
- Number of primary I/O pins :: 32
- Initial standard-cell utilization of the core :: 51.5%
- Die Width :: 153 um

** Placement
- Setup Slack @ Placement :: 8140 ps
- The detailed placer reported the number of placed instances as 1570.
- I/O Buffers :: 31
- At the end of routability-driven placement, the weighted congestion stood at 0.919.
- Detailed placement finished with a half-perimeter wire length of 21.2 mm.

** Cells and area
- After the flow finishes, the layout carries non-filler instances totaling 1574.
- P&R area growth vs syn :: 6.92%
- Share of layout cells above drive strength 1 :: 3.40%

** Flow run
- In this run the tools logged warnings totalling 33.
- The tool flagged a number of max-cap violations equal to 0.

** Min path
- Type of the worst min-delay path :: reg -> reg
layout by cell type, fill, tap and decap left out, types with 4 or more instances in the layout:
cell                              count
sky130_fd_sc_hd__inv_1              333
sky130_fd_sc_hd__fa_1               245
sky130_fd_sc_hd__ha_1               125
sky130_fd_sc_hd__nor2_1             106
sky130_fd_sc_hd__nand2_1             96
sky130_fd_sc_hd__xnor2_1             36
sky130_fd_sc_hd__a21oi_1             34
sky130_fd_sc_hd__clkdlybuf4s50_1     31
sky130_fd_sc_hd__o21ai_0             27
sky130_fd_sc_hd__dfxtp_1             26
sky130_fd_sc_hd__a21o_1              19
sky130_fd_sc_hd__xor2_1              14
sky130_fd_sc_hd__nor3_1              13
sky130_fd_sc_hd__buf_4               12
sky130_fd_sc_hd__mux2i_1             11
sky130_fd_sc_hd__nand3_1             11
sky130_fd_sc_hd__and2_1              11
sky130_fd_sc_hd__nand3b_1             8
sky130_fd_sc_hd__a211oi_1             8
sky130_fd_sc_hd__nor2b_1              7
sky130_fd_sc_hd__nand2b_1             7
sky130_fd_sc_hd__o211ai_1             7
sky130_fd_sc_hd__nand4_1              6
sky130_fd_sc_hd__a31oi_1              5
sky130_fd_sc_hd__and3_1               5
sky130_fd_sc_hd__nor4_1               5
sky130_fd_sc_hd__o21bai_1             5
sky130_fd_sc_hd__or2_2                4
sky130_fd_sc_hd__o21a_1               4
sky130_fd_sc_hd__inv_2                4
sky130_fd_sc_hd__or3_1                4
sky130_fd_sc_hd__nor3b_1              4
cell type report:
cell class / count / area [um2]
fillers: 2019 / 9890
multi-input cells: 880 / 9480
repair buffers: 43 / 400
clock inverters: 1 / 30.0
well taps: 280 / 350
inverters: 341 / 1280
clock buffers: 3 / 75.1
flip-flops and latches: 26 / 520
critical path, delay by kind of cell:
family                   cells  cell delay [ps]
AND-OR/OR-AND                9             1760
adder cells (fa/ha/maj)     10             4920
buffers and inverters        9             1680
AND/OR/NAND/NOR              6             1100
how the worst min path moves through the flow:
stage | from | endpoint | cells past startpoint
finish | frame_clk_delayed | frame_clk_rising_edge | 1
global route | frame_clk_delayed | frame_clk_rising_edge | 1
CTS | frame_clk_delayed | frame_clk_rising_edge | 1
stage by stage:
stage	utilization (%)	cell area, um2
after global placement	54.6	12000
after detailed placement	54.6	12000
after global routing	55.1	12100
after floorplan	-	11400
after CTS	55.1	12100
final	55.1	12100
layer usage:
layer	up-vias	wire [um]	part of all wire [%]
met5	-	0	0
met4	0	75	0.32
li1	3955	-	-
met2	200	11500	49
met3	4	1550	6.6
met1	3958	10500	44
cell usage after synthesis (all sizes together), types with 5 or more instances:
cell type / n / area [um2]
nor2: 107 / 409
nor2b: 8 / 52.6
mux2i: 11 / 110
nor3: 13 / 65.1
o211ai: 7 / 52.6
inv: 338 / 1270
ha: 125 / 1560
and3: 5 / 31.3
clkbuf: 11 / 41.3
fa: 245 / 4900
nand3: 11 / 55.1
a211oi: 8 / 60.1
a31oi: 6 / 52.6
xor2: 15 / 150
a21o: 19 / 143
nor4: 7 / 56.3
and2: 11 / 68.8
a21oi: 34 / 170
o21ai: 33 / 176
dfxtp: 26 / 521
nand4: 6 / 37.5
xnor2: 38 / 348
o21bai: 5 / 37.5
nand3b: 8 / 60.1
nand2b: 7 / 43.8
nand2: 96 / 360
buf: 6 / 28.8
flip-flops by register name, indices dropped and copies added (netlist names):
signal,count
Ball_X_Motion,2
frame_clk_rising_edge,1
Ball_Y_Motion,3
Ball_Y_Pos,10
frame_clk_delayed,1
Ball_X_Pos,9
cells by family (layout without fill, tap and decap cells):
logic type               count (synthesis)  count (layout)  synth area share (%)
AND-OR/OR-AND                          152             152                  9.31
XOR/XNOR                                53              53                  4.39
adder cells (fa/ha/maj)                370             370                  57.0
buffers and inverters                  358             388                  11.9
flip-flops                              26              26                  4.58
multiplexers                            11              11                 0.970
AND/OR/NAND/NOR                        294             294                  11.9
